===== config.mk =====
export PLATFORM = sky130hd
export DESIGN_NAME = RegisterFile
export DESIGN_NICKNAME = RegisterFile
export VERILOG_FILES = /design/flow/design.v
export SDC_FILE = /design/flow/constraint.sdc
export NUM_CORES = 4
export LEC_CHECK = 1
export CORE_UTILIZATION = 50

===== constraint.sdc =====
current_design RegisterFile

set clk_period 6.4
set clk_io_pct 0.2

create_clock -name clk0 -period $clk_period [get_ports {clk}]

set non_clock_inputs [all_inputs -no_clocks]
set_input_delay [expr $clk_period * $clk_io_pct] -clock clk0 $non_clock_inputs
set_output_delay [expr $clk_period * $clk_io_pct] -clock clk0 [all_outputs]

===== design.v =====
`timescale 1ns / 1ps
module RegisterFile(
input wire clk,
input wire RL,   
	input  wire [4:0]  DA,           
   input  wire [31:0] BusD,         
   input  wire [4:0]  AA,           
   input  wire [4:0]  BA,           
   output wire [31:0] BusA,         
	output wire [31:0] BusB          
    );
	 reg [31:0] regfile [0:31];
    always @(posedge clk) begin
        if (RL)
            regfile[DA] <= BusD;
    end
	 assign BusA = regfile[AA];
    assign BusB = regfile[BA];
endmodule

===== run.sh =====
#!/bin/bash
# OpenROAD 26Q1-2900-gdf79404cd8, Yosys 0.63+post, stock flow scripts
make -C /OpenROAD-flow-scripts/flow DESIGN_CONFIG=/design/flow/config.mk WORK_HOME=/design/flow/orfs finish

==> results.toml <==
# implementation run metrics
[floorplanning]
io_pins = 113
core_sq_um = 96700
die_area_sq_um = 98800
fp_util_pct = 50.5
chipHeight_microns = 314
placementRows = 114
die_x_microns = 314

[logic_synthesis]
ys_seq_share_pct = 63.0
yosysUniqueCellTypes = 23
synthTopCellsByCount = "1024 x edfxtp_1, 1024 x mux2i_1, 195 x nand2_1, 194 x nand3_1"
synthCells = 3386
synth_flops = 1024
edf_count = 1024
yosys_warnings = 1
synthArstFlopShare_pct = 0
syn_area_sq_um = 48800
yosysChipArea_sq_um = 48800
flop_cell = "edfxtp_1"
top_cell_area_share_pct = 63.0
area_leaders = "edfxtp_1 63%, mux2i_1 21%, a22oi_1 3.0%"
yosys-stat-cells = 3386
synth_area_per_cell_sq_um = 14.4
largest_area_cell = "edfxtp_1"

[drt]
drc = 0
route.met3.wl_mm = 27.4
routed_via_density = 6.41
routed.top_layer = "met5"
drtPass1Iterations = 6
wire_per_inst_microns = 31.8
via_count = 31400
ant_nets = 0
wl_met2_mm = 68.2
wirelength_mm = 156
met1_length_mm = 54.3
drtIter0Drc = 2497

[final_timing]
fin_tns_setup_ps = 0
period_used_pct = 88.7
finalCriticalPeriod_ps = 5670
tightestPinTransition_ps = 879
slew_headroom_pct = 41.4
drv_slew = 0
max_clock_freq_mhz = 176
setup-violations-final = 0
hold_violations = 0
rsz0062_at_grt = "no"

[place]
place_inst = 4695
dpl.hpwl_mm = 88.8
portBuffers = 112
gp_congestion = 0.923

[clock_tree]
cts_tree = "done"
cts_resized = 0
hold_buffers = 0
post_cts_buffers = 0
clk_pin_slew_worst_paths_ps = 60
clk_root_buffer_cell = "clkbuf_16"
clk_path_buf_depth = 3
htree_levels = 3
cts.sinks = 1024
numCtsBuffers = 108

[pwr]
p_leak_nw = 20.5
total_power_mw = 15.1
max-vdd-ir-drop_v = 0.000215
p_per_area_nw_per_um2 = 272

[hold_path]
worstHoldPathType = "in -> reg"

[critical_path]
worstPathCellList = "clkdlybuf4s50_1, and2_4, buf_4, a22o_1, nor3_1, a31oi_1, nand3_1, clkdlybuf4s50_1"
critPathBufInv = 3
path_class = "in -> out"
crit_path_start_kind = "primary input"
arrival_ps = 4390
critPathTopFamily = "buffers and inverters"
path_max_fanout = 30
crit_slowest_cell = "and2_4"
end_kind = "output port"
critPathMaxStageDelay_ps = 660
crit_top_cell = "clkdlybuf4s50_1"
required_ps = 5120

[outcome]
status = "finished clean"

[job]
cap_violations = 0
warnings = 26

[global_routing]
antenna_found_initial = 3
overflow = 0
grt_use_total_pct = 34.8
grt_max_degree = 75
grt_pass1_wl_mm = 223
grt_pass1_vias = 33000

[final_layout]
final_cell_count_no_fill = 4899
largest_reg_flops = 1024
fillers = 7268
final_layout_size_suffix_gt1_share_pct = 10.5
top_regs = "regfile x1024"
syn_to_final_growth_pct = 13.6
top_register = "regfile"
==> power breakdown <==
group | total [mW] | switching [mW] | internal (mW)
Combinational | 1.43 | 0.885 | 0.544
Clock | 6.14 | 2.57 | 3.57
Sequential | 7.50 | 0.0328 | 7.46
==> kinds of logic after synthesis <==
logic type,Yosys count,share of synthesized area (%)
compound gates,576,8.04
buf+inv,253,3.21
flops,1024,63.0
mux,1024,21.0
simple gates,509,4.71
==> per-layer routing <==
metal  vias to the layer above  track usage (%)
met3                       330             25.7
met5                         -             1.26
li1                      13700                -
met2                      2172             47.6
met4                        12             9.57
met1                     15200             45.9
==> final timing paths <==
kind              depth (start not counted)  startpoint               to
setup / recovery                          8       BA[2]         BusB[15]
hold / removal                            2    BusD[28]  regfile[19][28]
==> cells in the final DEF, fill, tap and decap left out, drive strengths merged, types with 4 or more instances in the layout <==
cell type and n:
mux2i 1024, edfxtp 1024, nand2 195, nand3 194, a22oi 192, a21oi 192, buf 176, clkbuf 134
a22o 128, clkdlybuf4s50 110, nor3 64, a31oi 64, clkinv 53, nor2 35, bufinv 10, nand3b 5
nor2b 4, nand2b 4
==> cell type report <==
type / instances / area, sq um / area share [%]
sequential: 1024 / 30700 / 55.5
antenna: 2 / 5.00 / 0.00903
clock buffer: 134 / 2860 / 5.17
clock inverter: 68 / 602 / 1.09
tap: 1276 / 1600 / 2.88
multi-input combinational: 2109 / 16800 / 30.3
timing repair buffer: 286 / 2810 / 5.08
==> metrics by stage <==
step / hold slack [ps] / utilization (%) / instance area [sq um] / setup WS, ps
2_1_floorplan: 1380 / - / 48800 / 2690
3_3_place_gp: 2110 / 53.7 / 51900 / 835
3_5_place_dp: 2110 / 53.7 / 51900 / 819
4_1_cts: 1390 / 57.3 / 55400 / 823
5_1_grt: 1430 / 57.3 / 55400 / 678
6_report: 1420 / 57.3 / 55400 / 725
Power is estimated from default activity; no workload was simulated.
