==> /design/flow/config.mk <==
export PLATFORM = sky130hd
export DESIGN_NAME = RAM2
export DESIGN_NICKNAME = RAM2
export VERILOG_FILES = /design/flow/design.v
export SDC_FILE = /design/flow/constraint.sdc
export NUM_CORES = 4
export LEC_CHECK = 1
export CORE_UTILIZATION = 30
==> /design/flow/constraint.sdc <==
current_design RAM2

set clk_period 2.5
set clk_io_pct 0.2

create_clock -name clk0 -period $clk_period [get_ports {clk}]

set non_clock_inputs [all_inputs -no_clocks]
set_input_delay [expr $clk_period * $clk_io_pct] -clock clk0 $non_clock_inputs
set_output_delay [expr $clk_period * $clk_io_pct] -clock clk0 [all_outputs]
==> /design/flow/design.v <==
`timescale 1ns / 1ps
module RAM2(dataIN, dataOUT, WR, addr, rst, clk);
	input [3:0] dataIN;
	input WR, rst, clk;
	input [3:0] addr;
	output [3:0] dataOUT;
	reg [3:0] dataSTORE[15:0];
	assign dataOUT = dataSTORE[addr];
	integer index;
	always @(posedge clk) begin
	if(rst==1)begin
		for(index=0;index<8;index=index+1) begin
		dataSTORE[index] <= 0;
		end
	end else begin
		if(WR ==1) begin
			dataSTORE[addr] <= dataIN;
			end
	end
	end
endmodule
==> /design/flow/run.sh <==
#!/bin/bash
# OpenROAD 26Q1-2900-gdf79404cd8, Yosys 0.63+post, stock flow scripts
make -C /OpenROAD-flow-scripts/flow DESIGN_CONFIG=/design/flow/config.mk WORK_HOME=/design/flow/orfs finish
==> impl_metrics.json <==
{
  "final-setup-viol-count": 0,
  "hpwl_um": 3850,
  "clkTransAtPathRegs_ps": 70,
  "cp.buffers_inverters": 5,
  "fp_util": 0.309,
  "largest_register_ffs": 64,
  "vdd.ir_drop.worst_mv": 0.336,
  "rsz0062_at_grt": "no",
  "netlist.area_leader.share": 0.673,
  "synthCells": 170,
  "grt_max_degree": 17,
  "regMostFlops": "dataSTORE",
  "grt_usage": 0.135,
  "min_path_type": "in -> reg",
  "antenna_cells": 0,
  "slew_headroom": 0.588,
  "viasPerCell": 4.46,
  "tool_warnings": 25,
  "maxCapViolations": 0,
  "crit_required_ps": 2000,
  "largestRegisters": "dataSTORE x64",
  "antenna_found_initial": 0,
  "yosys_area_sq_um": 2860,
  "syn_area_per_cell_sq_um": 16.8,
  "yosys_warnings": 1,
  "worstSetupEndpointType": "output port",
  "status": "completed",
  "drtPass1Iterations": 4,
  "hold_buffers": 0,
  "worstHoldStart": "addr[0]",
  "endpoint": "dataOUT[3]",
  "portBuffers": 14,
  "clk_path_buf_depth": 2,
  "cp.depth": 8,
  "tightest_slew_ps": 616,
  "fmax_mhz": 419,
  "syn2layout_area_growth_pct": 27.2,
  "startpoint": "addr[0]",
  "ys_cells": 170,
  "cts_buffers": 9,
  "row_count": 35,
  "synthesis.area_sq_um": 2860,
  "leakagePower_nw": 1.31,
  "hold_viol": 0,
  "clock-sinks": 64,
  "path_cells": "buf_8 -> buf_12 -> buf_4 -> buf_4 -> mux4_2 -> a22oi_2 -> nand3_1 -> dlymetal6s2s_1",
  "grt_pass1_vias": 1741,
  "worst_setup_path_start_kind": "primary input",
  "slew_violations": 0,
  "drtIter0Drc": 100,
  "via_count": 1560,
  "cts_tree": "built",
  "place.gp.congestion": 0.836,
  "area_leaders": "edfxtp_1 67%, mux4_1 9.2%, and2_1 7.0%",
  "drive_gt1_frac": 0.344,
  "dieArea_sq_um": 9920,
  "ys_ff": 64,
  "htree_levels": 3,
  "die_w_um": 99.6,
  "finalPower_mw": 2.30,
  "gr-total-overflow": 0,
  "synth_cell_type_count": 20,
  "fin_tns_setup_ps": 0,
  "die_h_um": 99.6,
  "grt_pass1_wl_um": 9210,
  "synth_seq_share": 0.673,
  "worst-setup-path-type": "in -> out",
  "p_per_area_nw_per_um2": 634,
  "drc": 0,
  "core_sq_um": 9240,
  "critPathTopFamily": "buffers and inverters",
  "top_area_cell": "edfxtp_1",
  "root_buffer": "clkbuf_8",
  "critPathMaxStageDelay_ps": 510,
  "wl_per_cell_um": 16.5,
  "ant_nets": 0,
  "cp.arrival_ps": 1880,
  "routed_wl_um": 5780,
  "cpMaxStageDelayCell": "mux4_2",
  "boundaryPins": 15,
  "cp_max_fo": 7,
  "fin_crit_ps": 2380,
  "crit_top_cell": "buf_4",
  "finalClockPeriodUsage": 0.954
}
repair_timing:
item,in CTS,in global routing
setup buffers,4,4
cloned,2,0
gates resized,29,7
pin swaps,7,6
setup endpoints to repair,4,4
power by group:
| part | internal [mW] | total (mW) | leakage, nW | switching (mW) |
|---|---|---|---|---|
| registers | 1.22 | 1.23 | 0.593 | 0.0143 |
| clock network | 0.459 | 0.865 | 0.0968 | 0.406 |
| logic | 0.114 | 0.208 | 0.616 | 0.0933 |
layer usage:
| metal | wire length (um) | vias up | track usage |
|---|---|---|---|
| met5 | 0 | - | 0 |
| met4 | 75 | 0 | 0.0147 |
| met3 | 409 | 8 | 0.0600 |
| met2 | 2690 | 45 | 0.210 |
| met1 | 2600 | 760 | 0.192 |
| li1 | - | 747 | - |
area by class of cell:
| cell class | count | area, sq um |
|---|---|---|
| fillers | 853 | 5610 |
| repair buffers | 43 | 455 |
| clock inverters | 7 | 72.6 |
| multi-input cells | 98 | 897 |
| flip-flops and latches | 64 | 1920 |
| well taps | 129 | 161 |
| clock buffers | 9 | 124 |
placed cells by master, fill, tap and decap left out, types with 2 or more instances in the layout:
cell type,synthesis,layout
a22oi_2,0,4
and2_1,32,32
buf_12,1,3
buf_4,0,23
buf_8,0,2
clkbuf_8,0,9
clkdlybuf4s50_1,0,6
clkinv_4,0,3
dlygate4sd2_1,0,2
dlymetal6s2s_1,0,4
edfxtp_1,64,64
mux4_1,10,4
mux4_2,6,12
nand2_1,5,5
nand2b_1,2,2
nand3_1,8,6
nand3_2,0,2
nand4bb_1,2,2
nor2_1,13,12
nor3_1,3,3
or2_2,8,8
metrics by stage:
stage	instance area [sq um]	hold WS, ps	util	setup WS, ps	instances
floorplan	2860	599	-	539	170
global placement	3270	1360	0.354	-553	324
detailed placement	3270	1360	0.354	-539	324
CTS	3600	861	0.389	0.347	346
global route	3630	878	0.393	21.2	350
finish	3630	862	0.393	115	350
worst min-delay path, delay by kind of cell:
kind                   cells  cell delay (ps)
and+or+nand+nor            1               50
buffers and inverters      4              490
how the worst min path moves through the flow:
stage                 endpoint  depth (start not counted)
CTS           dataSTORE[12][1]                          5
global route   dataSTORE[8][0]                          5
finish        dataSTORE[12][3]                          5
cell usage after synthesis, drive strengths merged:
cell     number
nor2         13
edfxtp       64
buf           5
nand4bb       2
or4b          1
nand2b        2
nor3          4
nor2b         2
a22oi         4
or2           8
mux4         16
and2         32
nand4b        1
clkbuf        3
nand3         8
nand2         5
cells by family after synthesis:
logic type	synth area share
AOI/OAI and AO/OA	0.0105
buffers and inverters	0.0201
DFF	0.673
muxes	0.139
and+or+nand+nor	0.157
Power is estimated from default activity; no workload was simulated.
