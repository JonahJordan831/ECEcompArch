[design/flow/design.v]
`timescale 1ns / 1ps
module BevDispenser(inbev1, inbev2, inbev3, inbev4, moneyin, outbev1, outbev2, outbev3, outbev4, moneyout, clk, rst);
parameter BEV1_COST = 125;
parameter BEV2_COST = 220;
parameter BEV3_COST = 175;
parameter BEV4_COST = 310;
input inbev1, inbev2, inbev3, inbev4, rst, clk;
input [9:0] moneyin;
output reg outbev1, outbev2, outbev3, outbev4;
output reg [9:0] moneyout;
reg start;
always @(posedge clk) begin
	if(rst == 1) begin
		outbev1 <= 0;
		outbev2 <= 0;
		outbev3 <= 0;
		outbev4 <= 0;
		moneyout <= 10'd0;
		start <=0;
	end else begin
	if(inbev1 == 1&& moneyin >= BEV1_COST) begin
		moneyout <= moneyin - BEV1_COST;
		outbev1 <= 1;
		outbev2 <= 0;
		outbev3 <= 0;
		outbev4 <= 0;
		start <=1;
		end else if (inbev2 == 1&& moneyin >= BEV2_COST) begin
		moneyout <= moneyin - BEV2_COST;
		outbev1 <= 0;
		outbev2 <= 1;
		outbev3 <= 0;
		outbev4 <= 0;
		start <=1;
		end else if (inbev3 == 1&& moneyin >= BEV3_COST) begin
		moneyout <= moneyin - BEV3_COST;
		outbev1 <= 0;
		outbev2 <= 0;
		outbev3 <= 1;
		outbev4 <= 0;
		start <=1;
		end else if (inbev4 == 1&& moneyin >= BEV4_COST) begin
		moneyout <= moneyin - BEV4_COST;
		outbev1 <= 0;
		outbev2 <= 0;
		outbev3 <= 0;
		outbev4 <= 1;
		start <=1;
	end
	if(start ==1) begin
		start <=0;
		outbev1 <=0;
		outbev2 <=0;
		outbev3 <=0;
		outbev4 <=0;
	end
end
end
endmodule
`timescale 1ns / 1ps
module CoinCounter(inQuarter, inDime, inNickel, outCount, resetCount, clk, rst);
parameter QUARTER_VALUE = 25;
parameter DIME_VALUE = 10;
parameter NICKEL_VALUE = 5;
input inQuarter, inDime, inNickel, resetCount, clk, rst;
output reg [9:0] outCount;
wire inMoney;
assign inMoney = inQuarter | inDime | inNickel | resetCount;
always @(posedge clk) begin
    if(rst) begin
        outCount <= 0;
    end else if(resetCount == 1) begin
        outCount <= 0;
    end else if(inMoney) begin
        outCount <= outCount + (inQuarter*QUARTER_VALUE + inDime*DIME_VALUE + inNickel*NICKEL_VALUE);
		  end
end
endmodule
`timescale 1ns / 1ps
module CoinDispenser(change, outquarter, outdime, outnickel, rst, clk);
input clk, rst;
input [9:0] change;
output reg outquarter, outdime, outnickel;
reg [9:0] remaining;
reg [9:0] prev_change;
always @(posedge clk) begin
    if(rst) begin
        outquarter  <= 0;
        outdime     <= 0;
        outnickel   <= 0;
        remaining   <= 0;
        prev_change <= 0;
    end else begin
        outquarter <= 0;
        outdime    <= 0;
        outnickel  <= 0;
        prev_change <= change;
		if(prev_change == 0 && change > 0) begin
            remaining <= change;
        end else if(remaining >= 25) begin
            outquarter <= 1;
            remaining  <= remaining - 25;
        end else if(remaining >= 10) begin
            outdime    <= 1;
            remaining  <= remaining - 10;
        end else if(remaining >= 5) begin
            outnickel  <= 1;
            remaining  <= remaining - 5;
        end
    end
end
endmodule
`timescale 1ns / 1ps
module main(
    inbev1, inbev2, inbev3, inbev4,
    inQuarter, inDime, inNickel,
    resetCount,
    cancel,
    outbev1, outbev2, outbev3, outbev4,
    outquarter, outdime, outnickel,
    clk, rst
);
input inbev1, inbev2, inbev3, inbev4;
input inQuarter, inDime, inNickel;
input resetCount;
input cancel;
input clk, rst;
output outbev1, outbev2, outbev3, outbev4;
output outquarter, outdime, outnickel;
wire [9:0] moneyin;
wire [9:0] moneyout_wire;
wire [9:0] change;
reg [9:0] refund;
reg cancel_delay; 
always @(posedge clk) begin
    if(rst)
        cancel_delay <= 0;
    else
        cancel_delay <= cancel;
end
always @(posedge clk) begin
    if(rst) begin
        refund <= 0;
    end else if(cancel) begin
        refund <= moneyin;   
    end else begin
        refund <= 0;
    end
end
assign change = (cancel | cancel_delay) ? refund : moneyout_wire;   
CoinCounter cc(
    .inQuarter(inQuarter),
    .inDime(inDime),
    .inNickel(inNickel),
    .outCount(moneyin),
    .resetCount(cancel_delay),   
    .clk(clk),
    .rst(rst)
);
BevDispenser bd(
    .inbev1(inbev1),
    .inbev2(inbev2),
    .inbev3(inbev3),
    .inbev4(inbev4),
    .moneyin(moneyin),
    .outbev1(outbev1),
    .outbev2(outbev2),
    .outbev3(outbev3),
    .outbev4(outbev4),
    .moneyout(moneyout_wire),
    .clk(clk),
    .rst(rst | cancel)
);
CoinDispenser cd(
    .change(change),
    .outquarter(outquarter),
    .outdime(outdime),
    .outnickel(outnickel),
    .clk(clk),
    .rst(rst)
);
endmodule
[design/flow/run.sh]
#!/bin/bash
# OpenROAD 26Q1-2900-gdf79404cd8, Yosys 0.63+post, stock flow scripts
make -C /OpenROAD-flow-scripts/flow DESIGN_CONFIG=/design/flow/config.mk WORK_HOME=/design/flow/orfs finish
[design/flow/config.mk]
export PLATFORM = sky130hd
export DESIGN_NAME = main
export DESIGN_NICKNAME = main
export VERILOG_FILES = /design/flow/design.v
export SDC_FILE = /design/flow/constraint.sdc
export NUM_CORES = 4
export LEC_CHECK = 1
export CORE_UTILIZATION = 40
[design/flow/constraint.sdc]
current_design main

set clk_period 5.7
set clk_io_pct 0.2

create_clock -name clk0 -period $clk_period [get_ports {clk}]

set non_clock_inputs [all_inputs -no_clocks]
set_input_delay [expr $clk_period * $clk_io_pct] -clock clk0 $non_clock_inputs
set_output_delay [expr $clk_period * $clk_io_pct] -clock clk0 [all_outputs]
==> out/summary.txt <==
Cell total in the yosys stat output -> 479
Combinational share of power -> 34.5%
Core region area -> 9284 µm²
Clock tree from TritonCTS -> yes
Simple-gate area share of the yosys netlist -> 22.07%
Sequential fraction of the synthesis area -> 30.78%
Count of buffers added by post-CTS timing repair for setup -> 0
Number of global-route vias before repair -> 3206
Peak supply drop -> 0.1446 mV
1st-iter DRT viols -> 198
Cells after synthesis -> 479
Post-synth ARST share -> 0%
Crit path max fanout -> 3
Count of antenna-violating nets left after detailed routing -> 0
Post-cts repair resize count -> 0
Shortest clock period the worst path allows after layout -> 3671 ps
Critical R2R Launch -> cc.outCount[3]$_SDFFE_PP0P_
Sinks on the clock net -> 59
Power density relative to cell area -> 355.7 nW/µm²
Slew Limit Fails -> 0
Post-synthesis cell area -> 3837 µm²
Final Wtd Congestion -> 0.9389
Slowest cell on crit path -> sky130_fd_sc_hd__clkdlybuf4s50_1
Post-detail-place hpwl -> 7182 µm
Flop-to-flop setup slack -> 2610 ps
Signed area change from the synthesized netlist to the final layout -> 12.75%
Worst Setup Path Type -> primary input to register
Skew final -> 9.062 ps
Buffer and inverter count on the worst path -> 4
CP cell instances -> clkdlybuf4s50_1 -> inv_1 -> fa_1 -> inv_1 -> fa_1 -> ha_1 -> inv_1 -> fa_1 -> nor2b_1 -> o21ai_0 -> a21boi_0 -> o221ai_1 -> xor2_1 -> nor2_1
Pleak -> 1.657 nW
Max H-tree Level -> 3
Ant. Diodes -> 0
Count of library flops with an enable pin -> 0
Tally of buffers added on design ports -> 16
Chip footprint -> 9989 µm²
Wire length reported by the detailed router -> 9744 µm
Number of hold violations in the final report -> 0
Number of warnings reported in the yosys synthesis log -> 4
Synthesized area per cell -> 8.011 µm²
Synthesized flop and latch total -> 59
Startpoint of the worst setup timing path -> inQuarter
Internal power consumption -> 0.9849 mW
Maximum number of buffers from clock root to sink -> 2
Max stage delay on crit path -> 510 ps
Final core occ -> 46.60%
Number of max-cap violations -> 0
Largest area contributor in the netlist -> sky130_fd_sc_hd__dfxtp_1
Share of the synthesized area in the top cell type -> 30.78%
Library cell used as clock root buffer -> sky130_fd_sc_hd__clkbuf_8
Relative contribution of the clock network to total power -> 30.3%
RSZ-0062 raised after global routing -> false
Worst slew pin tran -> 743.5 ps
FF-to-FF path depth -> 7
Overflow left after global routing -> 0
Hold/Removal Path Class -> register to register
Total via count in the routed design -> 3499
Final cycle utilization of the critical path -> 64.40%
Library cells used by synthesis -> 61
Antenna violations before repair -> 0
Die W -> 99.95 µm
Multiplexer share of the synthesized area -> 1.598%
Detailed-route wire length per cell -> 15.77 µm
Sequential Power Share -> 35.3%
Row count -> 35
Clock-pin transition on the worst setup and hold timing paths -> 70 ps
Crit Reg-Reg Endpoint -> bd.moneyout[8]$_SDFFE_PP0P_
Net Switching -> 0.5540 mW
Setup total negative slack -> 0 ps
Status -> finished, final reports clean
Aoi share -> 26.83%
Post-CTS Hold Fix Bufs -> 0
CP top delay family -> adder cells
Setup-violating endpoint count in the final report -> 0
Tally of OpenROAD warnings -> 37
Num CTS Buffers -> 9
First-pass GRT wire length -> 16170 µm
GR Util All Layers -> 20.68%
Data required time at the worst endpoint -> 5980 ps
Commonest register cell after synthesis -> sky130_fd_sc_hd__dfxtp_1
Fraction of power spent switching nets -> 36.00%
Starting density of the core -> 41.33%
Destination of the worst hold path -> bd.outbev2$_SDFFE_PP0P_
Remaining design rule violation count -> 0
Number of I/O pins -> 18
Fraction of synthesized cell area in xor and xnor cells -> 3.424%
Largest net degree at the start of global routing -> 19
Kind of end point of the critical path -> register
Kind of launch point of the worst setup path -> primary input
Worst Min Path Start -> bd.start$_SDFF_PP0_
Max-slew headroom -> 50.25%
Hold Path Depth -> 1
Fraction of the mapped netlist area in adder cells -> 10.37%
Max frequency -> 0.2724 GHz
Vias per cell -> 5.662
Chip area line of the yosys report -> 3837 µm²
Dominant combinational cell family by area after synthesis -> AND-OR/OR-AND gates
Area contributors post-synth -> sky130_fd_sc_hd__dfxtp_1 31%, sky130_fd_sc_hd__ha_1 8.8%, sky130_fd_sc_hd__a21oi_1 5.1%, sky130_fd_sc_hd__nor2_1 4.3%, sky130_fd_sc_hd__o21ai_0 3.8%
Later-pin clock latency in the skew report -> 340 ps
Share of post-route cells with drive strength above 1 -> 6.135%
Arrival time at the worst endpoint -> 3950 ps
Y dimension of the die -> 99.95 µm
Number of search-and-repair iterations in the first detailed-routing pass -> 5
power by group through the flow:
stage                 Combinational [mW]  Clock (mW)  Sequential, mW
after CTS                          0.531       0.474           0.543
after global routing               0.602       0.494           0.553
final                              0.530       0.466           0.543
how the worst max path moves through the flow:
stage	to	slack, ps	cells past startpoint
5_1_grt	cc.outCount[8]$_SDFFE_PP0P_	1830	14
6_report	cc.outCount[8]$_SDFFE_PP0P_	2030	14
4_1_cts	cc.outCount[8]$_SDFFE_PP0P_	2030	14
registers in the layout, indices dropped and copies added, names as in the netlist:
register	count
bd.outbev2	1
bd.start	1
cd.outquarter	1
cd.prev_change	10
cd.outdime	1
bd.outbev4	1
bd.outbev1	1
cc.outCount	10
cd.remaining	10
cd.outnickel	1
bd.outbev3	1
bd.moneyout	10
refund	10
cancel_delay	1
Yosys cell counts, types with 4 or more instances:
| cell | instances |
|---|---|
| sky130_fd_sc_hd__dfxtp_1 | 59 |
| sky130_fd_sc_hd__nor2_1 | 44 |
| sky130_fd_sc_hd__a21oi_1 | 39 |
| sky130_fd_sc_hd__nand2_1 | 35 |
| sky130_fd_sc_hd__o21ai_0 | 29 |
| sky130_fd_sc_hd__ha_1 | 27 |
| sky130_fd_sc_hd__inv_1 | 25 |
| sky130_fd_sc_hd__clkbuf_1 | 22 |
| sky130_fd_sc_hd__nor3_1 | 16 |
| sky130_fd_sc_hd__and2_1 | 13 |
| sky130_fd_sc_hd__nor4_1 | 13 |
| sky130_fd_sc_hd__a211oi_1 | 11 |
| sky130_fd_sc_hd__o211ai_1 | 9 |
| sky130_fd_sc_hd__xnor2_1 | 9 |
| sky130_fd_sc_hd__a31oi_1 | 7 |
| sky130_fd_sc_hd__o21a_1 | 7 |
| sky130_fd_sc_hd__nand3_1 | 6 |
| sky130_fd_sc_hd__or3_1 | 6 |
| sky130_fd_sc_hd__xor2_1 | 6 |
| sky130_fd_sc_hd__mux2i_1 | 5 |
| sky130_fd_sc_hd__nand4_1 | 5 |
| sky130_fd_sc_hd__nor2b_1 | 4 |
| sky130_fd_sc_hd__nor3b_1 | 4 |
| sky130_fd_sc_hd__o2bb2ai_1 | 4 |
| sky130_fd_sc_hd__o31ai_1 | 4 |
| sky130_fd_sc_hd__or2_2 | 4 |
cell usage in the layout, fill, tap and decap left out, types with 11 or more instances in the layout:
| cell | count |
|---|---|
| sky130_fd_sc_hd__a211oi_1 | 11 |
| sky130_fd_sc_hd__a21oi_1 | 39 |
| sky130_fd_sc_hd__nand2_1 | 35 |
| sky130_fd_sc_hd__clkdlybuf4s50_1 | 16 |
| sky130_fd_sc_hd__inv_1 | 25 |
| sky130_fd_sc_hd__and2_1 | 13 |
| sky130_fd_sc_hd__dfxtp_1 | 59 |
| sky130_fd_sc_hd__ha_1 | 27 |
| sky130_fd_sc_hd__nor4_1 | 13 |
| sky130_fd_sc_hd__nor3_1 | 16 |
| sky130_fd_sc_hd__o21ai_0 | 29 |
| sky130_fd_sc_hd__nor2_1 | 44 |
worst reg2reg max path, delay by kind of cell (launching register included):
family / cells / cell delay, ps
simple gates: 3 / 1130
flops: 1 / 690
compound gates: 3 / 750
fa+ha+maj: 1 / 440
area by class of cell:
cell class / instances / area [µm²]
flip-flops and latches: 59 / 1181
inverters: 25 / 93.84
clock buffers: 9 / 123.9
well taps: 129 / 161.4
fillers: 918 / 4957
clock inverters: 7 / 116.4
repair buffers: 19 / 182.7
multi-input cells: 370 / 2467
layer usage:
metal | global-route usage, % | routed length (µm) | vias up
met4 | 4.412 | 182 | 0
met5 | 0 | 0 | -
met1 | 30.27 | 4546 | 1606
met2 | 32.52 | 4456 | 93
met3 | 3.683 | 559 | 18
li1 | - | - | 1782
cells by family (layout without fill, tap and decap cells):
logic type,Yosys count,count (layout)
AND-OR/OR-AND,152,152
XOR/XNOR,15,15
adder cells (fa/ha/maj),30,30
buffers and inverters,50,60
flip-flops,59,59
multiplexers,6,6
AND/OR/NAND/NOR,167,167
stage by stage:
step / cell area, µm² / setup slack, ps / std cells / power [mW] / hold slack [ps]
after floorplan: 3837 / 2442 / 479 / 0.9425 / 433.4
after global placement: 4086 / 1708 / 602 / 1.078 / 470.0
final: 4327 / 2029 / 618 / 1.539 / 482.1
after detailed placement: 4086 / 1668 / 602 / 1.079 / 476.6
after global routing: 4327 / 1831 / 618 / 1.648 / 517.7
after CTS: 4327 / 2028 / 618 / 1.549 / 492.4
Power and IR drop assume default switching activity.
